==> flow/design.v <==
module matriz_multi (
    input signed [199:0] matriz_a,
    input signed [199:0] matriz_b,
    input clock,
    output reg signed [199:0] resultado 
);
    reg [7:0] linha;
    integer i, j;
    function integer indice;
        input integer linha, coluna;
        indice = 8 * (coluna + 5 * linha);
    endfunction
    always @(posedge clock) begin
			  for (j = 0; j < 5; j = j + 1) begin
					resultado[indice(linha, j) +: 8] = 0;
					for (i = 0; i < 5; i = i + 1) begin
						 resultado[indice(linha, j) +: 8] = resultado[indice(linha, j) +: 8] +
							  matriz_a[indice(linha, i) +: 8] * matriz_b[indice(i, j) +: 8];
					end
			  end
			  if (linha == 4) begin
					linha <= 0;
			  end else begin
					linha <= linha + 1;
			  end
    end
endmodule
==> flow/run.sh <==
#!/bin/bash
# OpenROAD 26Q1-2900-gdf79404cd8, Yosys 0.63+post, stock flow scripts
make -C /OpenROAD-flow-scripts/flow DESIGN_CONFIG=/design/flow/config.mk WORK_HOME=/design/flow/orfs finish
==> flow/config.mk <==
export PLATFORM = sky130hd
export DESIGN_NAME = matriz_multi
export DESIGN_NICKNAME = matriz_multi
export VERILOG_FILES = /design/flow/design.v
export SDC_FILE = /design/flow/constraint.sdc
export NUM_CORES = 4
export LEC_CHECK = 1
export CORE_UTILIZATION = 30
==> flow/constraint.sdc <==
current_design matriz_multi

set clk_period 25.8
set clk_io_pct 0.2

create_clock -name clk0 -period $clk_period [get_ports {clock}]

set non_clock_inputs [all_inputs -no_clocks]
set_input_delay [expr $clk_period * $clk_io_pct] -clock clk0 $non_clock_inputs
set_output_delay [expr $clk_period * $clk_io_pct] -clock clk0 [all_outputs]
==> summary.txt <==
Synthesis and PnR results.

- Counting flops with an async set or reset pin after synthesis yields a share of 0%.
- For reference, the top cells by count after synthesis are sky130_fd_sc_hd__nand2_1, sky130_fd_sc_hd__inv_1, sky130_fd_sc_hd__nor2_1.
- The overall global routing resource usage reads a little under half.
- The vertical die dimension reads approximately 430 µm.
- The worst setup path is captured at a flip-flop.
- The final setup TNS reads -9914.27 ns.
- The HPWL after detailed placement reads about 350,000 µm.
- The total of warnings raised by yosys reads 1.
- The required time of the worst setup path reads around 26 ns.
- After detailed routing, the total wire length is 428,000 µm.
- The category of cells accounting for the largest share of critical-path delay is adder cells.
- The pre-placement core utilization is about 30%.
- The final count of pins violating max slew is 13.
- The arrival time of data at the worst endpoint is listed as ~90 ns.
- Counting every sink on the clock net gives about 210.
- The most common flop cell mapped by yosys is sky130_fd_sc_hd__dfxtp_1.
- The initial antenna violation count reads 47.
- The number of levels the H-tree was split into reads 1.
- The post-detailed-route count of antenna-violating nets reads 0.
- The synthesized area per cell reads roughly 7 µm².
- CTS reports a maximum clock tree buffer depth of 3.
- Headroom to the max-slew limit came out at -4.69%.
- The routed design shows a via density per instance of 5.62.
- The maximum clock rate is ~0.011 GHz.
- The largest net degree at the start of global routing reads 50.
- The final core utilization reads a little under half.
- The number of fillers in the final layout reads roughly 18,000.
- The share of Yosys cell area claimed by the top area cell type reads around 16%.
- The area added between synthesis and finish is 49.6%.
- The number of warnings in the stage logs is 36.
- The flow ran to the end, but the final reports show violations.
- The maximum fanout encountered on the critical timing path reads 7.
- Of the cells placed in the final design, the portion with a size suffix greater than 1 is a little over a quarter.
- The library cell with the largest summed area after synthesis reads sky130_fd_sc_hd__fa_1.
- The total non-filler cell area in the finished layout is just over 80,000 µm².
- The die outline width is roughly 430 µm.
- The count of routing violations after the opening detailed-route iteration reads 6,410.
- The registers of the reported paths see a clock transition of about 0.060 ns.
- The global-route layer with the greatest usage is met2.
- The total power density per cell area reads 15.0 nW/µm².
- Counting flops with a built-in enable in the synthesized netlist gives 0.
- Hold-check failures listed in the final report amount to 0.
- The initialized floorplan defines ~160 standard-cell rows.
- According to the floorplan report, the placeable core area is around 180,000 µm².
- The total die area reads 186,000 µm².
- Global routing used roughly two thirds of the available met2 tracks.
- The chip area estimate from yosys synthesis is ~55,000 µm².
- The worst voltage drop across the vdd grid is roughly 0.05 mV.
- The number of remaining DRC errors is 0.
- The fraction of the yosys area taken by sequential cells is 7.54%.
- Setup repair after global routing could not meet its margin everywhere.
- Prior to clock tree synthesis, the placed netlist has a worst setup slack of -65.88 ns.
- The area of the mapped netlist reads between 50,000 and 60,000 µm².
- The number of global-route vias before repair is roughly 68,000.
- The final route contains between 70,000 and 80,000 vias.
- The worst hold slack after final layout is between 0.5 and 0.6 ns.
- The actual transition at the worst max-transition pin reads approximately 1.6 ns.
- Buffers inserted during clock tree synthesis total 28.
- The post-place instance area reads between 70,000 and 80,000 µm².
- The post-route clock period utilization reads 340%.
- The count of hold-fix buffers inserted at cts is 0.
- Clock latency on the worst-skew pair, taken at its later pin, is 0.69 ns.
- The instance tally after logic synthesis reads a little under 8,000.
- Clock skew on the completed layout was measured at a little under 0.06 ns.
- For this design, Yosys synthesis ends with a cell count of between 7,000 and 8,000.
- The TritonCTS clock tree is yes.
- The dominant cell type by count on the critical path reads sky130_fd_sc_hd__fa_1.
- The type of origin of the critical path reads an input pin.
- The count of endpoints failing setup in the final report reads roughly 200.
- The first-pass GRT wire length reads 568,000 µm.
- The tally of max-capacitance violations reads 1.
- Per the detail_route report, routed wire per instance is about 34 µm.
- The placed cell count is 12,344.
- The length of the first detailed-routing pass in iterations reads 6.
- The netlist uses roughly 110 different library cells.
- The final weighted congestion of routability-driven global placement is between 1 and 1.5.
- The total leakage power is between 30 and 40 nW.
- The class of the most critical setup path reads in2reg.
- The cell sitting at the root of the clock tree is a sky130_fd_sc_hd__clkbuf_16.
- The highest cell delay on the worst timing path reads ~0.63 ns.
- The number of input and output port buffers inserted is approximately 600.
- Counting I/O delays and the setup requirement, the final critical path takes 87.61 ns.
- In the post-synthesis netlist, the cell with the most instances is sky130_fd_sc_hd__nand2_1.
- The critical path's slowest stage uses the library cell sky130_fd_sc_hd__fa_2.
- The completed layout was analyzed and its total power is between 1 and 1.5 mW.
- met1 track demand over resource after global routing is between 50 and 60%.
- By area the synthesized netlist is led by sky130_fd_sc_hd__fa_1, sky130_fd_sc_hd__ha_1, sky130_fd_sc_hd__nand2_1.
- The global-route met3 utilization reads between 15 and 20%.
- The final reports fail on capacitance limit, slew limit, setup timing.
- The register bit count reported by yosys reads 208.
- The smallest setup slack after layout is -61.81 ns.
- The number of cells in the finished layout apart from fillers reads between 10,000 and 15,000.
- The total buffers and inverters traversed by the critical path is roughly 87.
- Pin placement for this block handled between 600 and 700 I/O pins.
- Global routing finished with a remaining overflow of 0.
- The class of the most critical hold timing path reads reg2reg.
[worst register-to-register path: cells and delay by family (launching register included)]
| family | cells | cell delay [ns] |
|---|---|---|
| compound gates | 87 | 12.54 |
| buf+inv | 87 | 6.84 |
| xor+xnor | 30 | 5.50 |
| fa+ha+maj | 129 | 53.02 |
| flops | 1 | 0.34 |
| mux | 3 | 0.86 |
| simple gates | 57 | 8.24 |
[power breakdown]
group | leakage, nW | switching (mW) | internal (mW)
clock | 0.498 | 0.200 | 0.270
combinational | 36.2 | 0.224 | 0.224
sequential | 1.68 | 0.00150 | 0.321
total | 38.3 | 0.425 | 0.815
[final timing paths]
path / from / endpoint / slack, ns / cells after the start
setup / recovery: matriz_a[162] / resultado[39]$_DFF_P_ / -61.81 / 376
hold / removal: linha[6]$_SDFF_PN0_ / linha[6]$_SDFF_PN0_ / 0.57 / 2
setup reg to reg: linha[1]$_SDFF_PN0_ / resultado[39]$_DFF_P_ / -61.57 / 393
hold reg to reg: linha[6]$_SDFF_PN0_ / linha[6]$_SDFF_PN0_ / 0.57 / 2
[cells in the final DEF (no fill, tap or decap), types with 61 or more instances in the layout]
cell and count:
sky130_fd_sc_hd__buf_4 1879, sky130_fd_sc_hd__nand2_1 1380, sky130_fd_sc_hd__inv_1 642, sky130_fd_sc_hd__nor2_1 601
sky130_fd_sc_hd__a21oi_1 584, sky130_fd_sc_hd__clkdlybuf4s50_1 574, sky130_fd_sc_hd__o21ai_0 437, sky130_fd_sc_hd__fa_1 432
sky130_fd_sc_hd__ha_1 401, sky130_fd_sc_hd__and2_1 373, sky130_fd_sc_hd__xnor2_1 351, sky130_fd_sc_hd__dfxtp_1 205
sky130_fd_sc_hd__mux2i_1 152, sky130_fd_sc_hd__a211oi_1 112, sky130_fd_sc_hd__xor2_1 99, sky130_fd_sc_hd__nor3_1 90
sky130_fd_sc_hd__a21o_1 89, sky130_fd_sc_hd__o211ai_1 89, sky130_fd_sc_hd__nand3_1 87, sky130_fd_sc_hd__buf_12 79
sky130_fd_sc_hd__inv_2 66, sky130_fd_sc_hd__and3_1 62, sky130_fd_sc_hd__a31oi_1 61, sky130_fd_sc_hd__a21oi_2 61
[flip-flops by register name, indices dropped and copies added, names as in the netlist]
name,count
resultado,200
linha,8
[final cells by class]
type | count | area (µm²) | area share (%)
Clock inverter | 16 | 272 | 0.329
Multi-Input combinational cell | 6458 | 49300 | 59.7
Tap cell | 2464 | 3080 | 3.73
Timing Repair Buffer | 2599 | 22300 | 27.0
Inverter | 712 | 2680 | 3.24
Clock buffer | 36 | 761 | 0.921
Antenna cell | 17 | 42.5 | 0.0515
Sequential cell | 208 | 4180 | 5.05
[what timing repair did]
item / 4_1_cts / 5_1_grt
pin swaps: 152 / 199
resized: 212 / 268
cloned: 3 / 2
endpoints found under the setup margin: 200 / 200
setup buffers: 83 / 26
[metal layers]
metal / up-vias / routed length (µm)
li1: 30804 / -
met1: 34399 / 165000
met2: 4078 / 175000
met3: 1026 / 48100
met4: 30 / 39200
met5: - / 343
[cells by family (layout without fill, tap and decap cells)]
| group | Yosys count | count (layout) | share of synthesized area, % |
|---|---|---|---|
| AND/OR/NAND/NOR | 2887 | 2887 | 23.1 |
| flip-flops | 208 | 208 | 7.54 |
| AND-OR/OR-AND | 1944 | 1944 | 21.6 |
| other | 1 | 21 | 0.00679 |
| XOR/XNOR | 506 | 506 | 8.24 |
| multiplexers | 213 | 213 | 4.67 |
| buffers and inverters | 1194 | 3363 | 8.17 |
| adder cells (fa/ha/maj) | 904 | 904 | 26.6 |
Power is estimated from default activity; no workload was simulated.
