--- design/flow/design.v ---
module matrix_multil (
  input signed [199:0] matriz_a,
  input signed [199:0] matriz_b, 
  input clock,
  output reg signed [199:0] matriz_c = 0,
  output reg done
);
reg [2:0] row = 0; 
reg signed [15:0] temp [0:4];     
always @(posedge clock) begin
    integer i;
    for (i = 0; i < 5; i = i + 1) begin
        temp[i] = (matriz_a[(row * 40) + 7 -: 8]   * matriz_b[(i * 8) +: 8]) +
                  (matriz_a[(row * 40) + 15 -: 8]  * matriz_b[(i * 8) + 40 +: 8]) +
                  (matriz_a[(row * 40) + 23 -: 8]  * matriz_b[(i * 8) + 80 +: 8]) +
                  (matriz_a[(row * 40) + 31 -: 8]  * matriz_b[(i * 8) + 120 +: 8]) +
                  (matriz_a[(row * 40) + 39 -: 8]  * matriz_b[(i * 8) + 160 +: 8]);
    end
    for (i = 0; i < 5; i = i + 1) begin
        matriz_c[(row * 40) + (i * 8) + 7 -: 8] <= temp[i][7:0];
    end
    if (row == 4) begin
        row <= 0;
        done <= 1;
    end else begin
        row <= row + 1;
        done <= 0;
    end
end
endmodule
--- design/flow/run.sh ---
#!/bin/bash
# OpenROAD 26Q1-2900-gdf79404cd8, Yosys 0.63+post, stock flow scripts
make -C /OpenROAD-flow-scripts/flow DESIGN_CONFIG=/design/flow/config.mk WORK_HOME=/design/flow/orfs finish
--- design/flow/config.mk ---
export PLATFORM = sky130hd
export DESIGN_NAME = matrix_multil
export DESIGN_NICKNAME = matrix_multil
export VERILOG_FILES = /design/flow/design.v
export SDC_FILE = /design/flow/constraint.sdc
export NUM_CORES = 4
export LEC_CHECK = 1
export CORE_UTILIZATION = 30
--- design/flow/constraint.sdc ---
current_design matrix_multil

set clk_period 26.1
set clk_io_pct 0.2

create_clock -name clk0 -period $clk_period [get_ports {clock}]

set non_clock_inputs [all_inputs -no_clocks]
set_input_delay [expr $clk_period * $clk_io_pct] -clock clk0 $non_clock_inputs
set_output_delay [expr $clk_period * $clk_io_pct] -clock clk0 [all_outputs]
==> Slide: Implementation Results <==
Synthesis and Place & Route Summary

Status
  • Status: completed

Final timing
  • Minimum clock period: 15.73 ns
  • Setup TNS: 0 ns
  • Slew headroom: 26.70%
  • Post-route setup slack: 10.37 ns
  • Final period util: 60.25%
  • Maximum clock frequency: 63.59 MHz
  • Layout Skew: 0.02153 ns
  • Final setup fails: 0
  • Unrepaired setup endpoints after global routing: false
  • Actual slew at the worst max-slew pin: 1.072 ns
  • Fin. Hold Viols: 0
  • Slew Limit Fails: 0

Worst setup path
  • CP Data Arrival Time: 16.23 ns
  • Setup slack, reg-to-reg: 12.38 ns
  • Largest stage delay, worst path: 0.97 ns
  • Buf/Inv on CP: 5
  • Worst R2R Start: row[1]$_SDFF_PP0_
  • CP Class: input port to flip-flop
  • Reg2Reg Depth: 35
  • Crit-path most repeated cell: fa_1
  • Crit path launch type: input port
  • Crit Reg-Reg Endpoint: matriz_c[159]$_DFF_P_
  • Master of the slowest instance on the critical path: a2111oi_0
  • CP Data Required Time: 26.60 ns
  • Crit path max-delay family: adder cells
  • Crit end category: flip-flop
  • Crit-path max FO: 24

Run
  • Tool Warnings: 47
  • Max cap viols: 0

Floorplan
  • Floorplan Utilization: 30.25%
  • # IOs: 602
  • Core ar.: 167200 µm²
  • Die W: 412.6 µm
  • Die Height: 412.6 µm
  • Die area: 170300 µm²
  • Rows: 150

Logic synthesis
  • Most numerous cell in the Yosys netlist: nand2_1
  • Mapped Area: 50590 µm²
  • Number of synthesized flops with an enable pin: 0
  • Commonest flop: dfxtp_1
  • Mapped Avg Cell Area: 8.498 µm²
  • FFs w/ async S/R, synth: 0%
  • Cells in synth_stat.txt: 5953
  • Yosys top cell by area: fa_1
  • Register area share after synthesis: 8.073%
  • Ys flops: 204
  • Commonest cells post-synth: 823 x nand2_1, 662 x inv_1, 456 x fa_1, 437 x ha_1, 385 x and2_1
  • Main area contributors: fa_1 18%, ha_1 11%, dfxtp_1 8.1%, mux4_2 7.2%, nand2_1 6.1%
  • Post-synth top area share: 18.05%
  • Chip Area, Yosys: 50590 µm²
  • Cell count after synthesis: 5953
  • YS warnings: 2
  • Synth unique cells: 113

Place
  • Post-DP HPWL: 213500 µm
  • # port buffers: 601
  • Worst slack, placed: 10.04 ns
  • Placer Congestion: 1.032

GRT
  • Vias in the first global route: 51575
  • Total grt overflow: 0
  • First-pass GRT wire length: 387700 µm
  • Total GRT Usage: 33.24%
  • Largest net degree at the start of global routing: 111
  • Initial antenna violation count: 59

CTS
  • Worst-path clk slew: 0.07 ns
  • CTS Buf Count: 27
  • Post-CTS Hold Buffers: 0
  • Root Buffer: clkbuf_16
  • Clk ins delay skew pair: 0.60 ns
  • Post-CTS Setup Repair Bufs: 0
  • H-tree Lvls: 1
  • CTS tree: built
  • CTS Buffer Depth: 3
  • Post-CTS Resized: 0
  • Clk sinks: 204

Detailed routing
  • DRC: 0
  • Routed vias/inst: 5.924
  • DRT antenna net count: 0
  • Vias: 51393
  • Wire per inst: 31.94 µm
  • Drt first pass iters: 7
  • Overall routed net length: 277100 µm
  • 1st-iter DRT viols: 5227

Finish
  • Layout cells sized above 1: 8.300%
  • Final Util: 35.96%
  • Register area: 4091 µm²
  • Final-layout fill cell count: 16981
  • Combinational gate area: 42200 µm²
  • Area delta synth->final: 18.87%

Power
  • PD cells: 68.92 nW/µm²
  • Sequential share of power: 8.5%
  • Int Pwr: 1.881 mW
  • Maximum vdd drop: 236.5 µV
  • Sw Pwr: 2.264 mW
  • Clock power frac: 9.8%
  • LEAKAGE: 23.96 nW
  • Share of power burned in combinational logic: 81.6%
  • Net Sw Frac: 54.62%

Worst hold path
  • Hold Path Depth: 1
  • Hold Startpoint: row[0]$_SDFF_PP0_
  • Hold endpoint: row[0]$_SDFF_PP0_
  • HP Class: flip-flop to flip-flop
==> per-layer routing <==
| layer | global-route usage, % | up-vias | share of wire, % |
|---|---|---|---|
| li1 | - | 21811 | - |
| met1 | 41.79 | 24891 | 37 |
| met2 | 47.20 | 3741 | 42 |
| met3 | 16.50 | 924 | 14 |
| met4 | 17.23 | 26 | 6.4 |
| met5 | 0.4805 | - | 0.093 |
==> metrics by stage <==
| step | total power, mW | cells | instance area, µm² | hold slack [ns] |
|---|---|---|---|---|
| after floorplan | 2.310 | 5953 | 50590 | 0.5609 |
| after global placement | 3.605 | 8588 | 59120 | 0.5705 |
| after detailed placement | 3.590 | 8588 | 59120 | 0.5750 |
| after CTS | 4.029 | 8638 | 60040 | 0.5897 |
| after global routing | 4.300 | 8674 | 60130 | 0.6254 |
| final | 4.145 | 8676 | 60140 | 0.5805 |
==> how the worst max path moves through the flow <==
stage / from / endpoint / slack, ns / depth (start not counted)
4_1_cts: matriz_a[165] / matriz_c[159]$_DFF_P_ / 10.60 / 31
5_1_grt: matriz_a[173] / matriz_c[159]$_DFF_P_ / 10.01 / 31
6_report: matriz_a[91] / matriz_c[159]$_DFF_P_ / 10.37 / 31
==> registers in the layout (all words and copies together), names as in the netlist <==
signal	flops
matriz_c	200
done	1
row	3
==> cells in the final DEF, fill, tap and decap left out, types with 38 or more instances in the layout <==
master / instances
xor2_1: 56
nand3_1: 93
and2_1: 391
and3_1: 213
clkdlybuf4s50_1: 601
fa_1: 456
dfxtp_1: 202
a22oi_1: 346
o21ai_0: 163
mux2i_1: 155
nand2_1: 823
o22ai_1: 352
xnor2_1: 257
diode_2: 38
mux4_2: 161
a21oi_1: 102
nor2_1: 161
ha_1: 434
inv_1: 662
buf_4: 203
xnor3_1: 44
==> kinds of logic (layout without fill, tap and decap cells) <==
logic type                 Yosys count  count (layout)  share of synthesized area, %
DFF                                204             204                         8.073
adders and majority gates          893             893                         28.85
muxes                              349             349                         11.30
AOI/OAI and AO/OA                 1218            1218                         16.60
other                                0              38                             0
and+or+nand+nor                   1870            1870                         18.15
xor gates and xnor gates           377             377                         8.021
buffers and inverters             1042            1523                         9.013
==> final cells by class <==
cell class	instances	area share, %
clock inverters	13	0.2705
repair buffers	805	12.57
flip-flops and latches	204	6.804
clock buffers	37	1.269
inverters	668	4.170
multi-input cells	4707	70.17
diodes	38	0.1581
well taps	2204	4.586
==> power groups by stage <==
stage	sequential, mW	clock [mW]	combinational (mW)
5_1_grt	0.354	0.415	3.53
6_report	0.354	0.408	3.38
4_1_cts	0.351	0.407	3.27
==> worst register-to-register path: cells and delay by family (launching register included) <==
kind	cells	cell delay [ns]
AND-OR/OR-AND	7	1.75
flip-flops	1	0.64
multiplexers	1	0.43
AND/OR/NAND/NOR	3	1.54
adder cells (fa/ha/maj)	10	5.09
buffers and inverters	9	2.18
XOR/XNOR	5	2.02
Power is estimated from default activity; no workload was simulated.
